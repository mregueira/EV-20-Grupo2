===== flow/design.v =====
`timescale 1ns / 1ps
module stack_manager(
    input [10:0] in_val,
    output [10:0] out_val,
	 input load,
    input store,
    input clk,
	 output [2:0]level_out
    );
	reg [2:0]level = 0;
	assign level_out = level;
	reg [10:0]stack[2:0];
	always @(posedge clk) begin
		if (store) begin
			level <= level + 1;
			stack[level] <= in_val-1;  
		end
		if (load) begin
			level <= level - 1;
		end
	end
	assign out_val = stack[level-1];
endmodule

===== flow/run.sh =====
#!/bin/bash
# OpenROAD 26Q1-2900-gdf79404cd8, Yosys 0.63+post, stock flow scripts
make -C /OpenROAD-flow-scripts/flow DESIGN_CONFIG=/design/flow/config.mk WORK_HOME=/design/flow/orfs finish

===== flow/config.mk =====
export PLATFORM = sky130hd
export DESIGN_NAME = stack_manager
export DESIGN_NICKNAME = stack_manager
export VERILOG_FILES = /design/flow/design.v
export SDC_FILE = /design/flow/constraint.sdc
export NUM_CORES = 4
export LEC_CHECK = 1
export CORE_UTILIZATION = 30

===== flow/constraint.sdc =====
current_design stack_manager

set clk_period 4.4
set clk_io_pct 0.2

create_clock -name clk0 -period $clk_period [get_ports {clk}]

set non_clock_inputs [all_inputs -no_clocks]
set_input_delay [expr $clk_period * $clk_io_pct] -clock clk0 $non_clock_inputs
set_output_delay [expr $clk_period * $clk_io_pct] -clock clk0 [all_outputs]

==> results.cfg <==
; implementation run metrics
[outcome]
status = finished, final reports clean

[die]
die-area_um2 = 5710
die_height_um = 75.6
core_area_um2 = 5170
fp_util = 0.314
num_rows = 26
die_w_um = 75.6
io-pin-count = 28

[route]
postRouteAntennaNets = 0
via_per_inst = 4.26
route.vias.total = 916
drtIter0Drc = 51
routedWlPerCell_um = 12.2
drtPass1Iterations = 4
routed_wl_mm = 2.62
antenna_cells = 0
drc_errors = 0

[critical_path]
end_kind = output pin
crit_start = level[0]$_DFFE_PP_
crit_path_start_kind = register
r2r_slack_ns = 2.51
critPathMaxFanout = 23
worstRegToRegCells = 4
crit_end = out_val[3]
critPathKind = register to output pin
arrival_ns = 2.50
cp_data_required_time_ns = 3.52
r2r-end = level[1]$_DFFE_PP_
reg2reg_from = level[0]$_DFFE_PP_

[finish]
final_cell_mix = edfxtp_1, clkdlybuf4s50_1, nor2_1
drive_gt1_frac = 0.103
logic_area_um2 = 499
final_area_um2 = 2080
nFillCells = 476
seq_area_um2 = 1080
areaGrowthSynthToFinish_pct = 28.1
final_common_cell = edfxtp_1

[grt]
grt_max_degree = 24
grt_pass1_wl_mm = 4.24
antenna_found_initial = 0
overflow = 0
grt_pass1_vias = 901
grtUsageTotal = 0.106

[synthesis]
yosys_area_um2 = 1620
syn_area_um2 = 1620
syn_inst = 113
yosys_warnings = 1
yosysCellCount = 113
synth.avg_cell_area_um2 = 14.4
ys_ff = 36
ys_seq_share = 0.666
yosysUniqueCellTypes = 20

[placement]
place.gp.congestion = 0.725
io_buffers = 27
place_area_um2 = 1970
dp_hpwl_mm = 1.83

[clock_tree]
cts_tree = built
worstSkewPairLatency_ns = 0.28
htreeDepth = 2
clkSinkCount = 36
cts_buffers = 5
post_cts_resized = 0
clk_transition_reported_paths_ns = 0.06
cts-root-buf = clkbuf_8
ctsHoldBuffers = 0
clockBufferDepth = 2
cts_setup_buffers = 0

[power]
ir_drop_uv = 178
power_density_nw_per_um2 = 490
p_leak_nw = 0.767

[final_timing]
clock_skew_ns = 0.00496
rsz0062_at_grt = false
fin_crit_ns = 3.38
fin_setup_tns_ns = 0
period_used_share = 0.768
hold_viol = 0
relSlewSlack = 0.536
worstMarginPinSlew_ns = 0.696
drv_slew = 0
max_freq_ghz = 0.296
setup-violations-final = 0

[flow_run]
cap_violations = 0
warnings = 29

[hold_path]
min_path_type = register to register
==> metrics by stage <==
step	utilization	total power [W]	instances	hold slack, ns	setup WS (ns)
floorplan	-	0.000583	113	0.527	1.81
global placement	0.381	0.000754	207	0.568	1.32
detailed placement	0.381	0.000763	207	0.571	1.26
CTS	0.402	0.00104	215	0.602	0.946
global route	0.402	0.00110	215	0.622	0.725
finish	0.402	0.00102	215	0.589	1.02
==> critical path, cell delays in order, from the launching register on <==
cell             delay, ns
edfxtp_1              0.32
buf_4                 0.25
inv_1                 0.12
ha_1                  0.75
nor2_1                0.11
a21oi_1               0.17
clkdlybuf4s50_1       0.48
==> cells in the mapped netlist <==
cell	n	area (um^2)
a21oi_1	11	55.1
nor4_2	1	12.5
o21ai_1	1	5.00
buf_2	1	5.00
clkbuf_1	3	11.3
nor3_2	2	20.0
o41ai_1	1	8.76
or4_4	2	22.5
xor2_1	7	61.3
mux2i_1	12	120
o31ai_1	2	15.0
edfxtp_1	36	1080
nand2_1	2	7.51
nor2_1	13	48.8
or2_2	1	6.26
and2_1	3	18.8
inv_1	7	26.3
or4b_4	1	13.8
xnor2_1	1	8.76
ha_1	6	75.1
==> layout make-up <==
class                      count  area share
sequential                    36       0.520
multi-input combinational     66       0.240
timing repair buffer          28       0.134
tap                           70      0.0421
clock buffer                   6      0.0349
clock inverter                 2      0.0168
inverter                       7      0.0126
==> registers in the layout, summed over array words and instances, names as in the netlist <==
name,count
stack,33
level,3
==> how the worst min path moves through the flow <==
| stage | slack (ns) | cells past startpoint | endpoint | startpoint |
|---|---|---|---|---|
| 6_report | 0.59 | 1 | level[2]$_DFFE_PP_ | level[2]$_DFFE_PP_ |
| 5_1_grt | 0.62 | 1 | level[2]$_DFFE_PP_ | level[2]$_DFFE_PP_ |
| 4_1_cts | 0.60 | 1 | level[2]$_DFFE_PP_ | level[2]$_DFFE_PP_ |
==> cells by family (layout without fill, tap and decap cells) <==
logic type	Yosys count	after routing	share of synthesized area
AND-OR/OR-AND	15	15	0.0517
XOR/XNOR	8	8	0.0432
adder cells (fa/ha/maj)	6	6	0.0463
buffers and inverters	11	43	0.0262
flip-flops	36	36	0.666
multiplexers	12	12	0.0740
AND/OR/NAND/NOR	25	25	0.0925
==> power by group <==
part | switching (W) | internal, W | leakage (nW)
sequential | 0.0000159 | 0.000437 | 0.334
clock | 0.000105 | 0.000168 | 0.0552
combinational | 0.000125 | 0.000170 | 0.378
==> per-layer routing <==
metal,track usage,vias to the layer above,wire (um)
met1,0.165,403,1250
met3,0.0442,5,162
li1,-,474,-
met4,0.0185,0,51
met2,0.151,34,1150
met5,0,-,0
Power is estimated from default activity; no workload was simulated.
