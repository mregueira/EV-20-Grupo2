==> /design/flow/design.v <==
module RAM_internal_Marce(clk,wr_enb,rd_enb,addr,data_in,data_out
    );
parameter RAM_WIDTH = 14+8;
parameter RAM_DEPTH = 1024;
parameter ADDR_SIZE = 11;
input clk, wr_enb, rd_enb;
input [ADDR_SIZE-1:0]addr;
input [RAM_WIDTH-1:0]data_in;
output reg[RAM_WIDTH-1:0]data_out=0;
reg [RAM_WIDTH-1:0]mem[RAM_DEPTH-1:0];
always@(posedge clk) begin
	if(wr_enb)
		mem[addr] <= data_in;
	if(rd_enb)
		data_out <= mem[addr];
end
endmodule
==> /design/flow/run.sh <==
#!/bin/bash
# OpenROAD 26Q1-2900-gdf79404cd8, Yosys 0.63+post, stock flow scripts
make -C /OpenROAD-flow-scripts/flow DESIGN_CONFIG=/design/flow/config.mk WORK_HOME=/design/flow/orfs finish
==> /design/flow/config.mk <==
export PLATFORM = sky130hd
export DESIGN_NAME = RAM_internal_Marce
export DESIGN_NICKNAME = RAM_internal_Marce
export VERILOG_FILES = /design/flow/design.v
export SDC_FILE = /design/flow/constraint.sdc
export NUM_CORES = 4
export LEC_CHECK = 1
export CORE_UTILIZATION = 30
export SYNTH_MEMORY_MAX_BITS = 65536
==> /design/flow/constraint.sdc <==
current_design RAM_internal_Marce

set clk_period 90.3
set clk_io_pct 0.2

create_clock -name clk0 -period $clk_period [get_ports {clk}]

set non_clock_inputs [all_inputs -no_clocks]
set_input_delay [expr $clk_period * $clk_io_pct] -clock clk0 $non_clock_inputs
set_output_delay [expr $clk_period * $clk_io_pct] -clock clk0 [all_outputs]
==> Changelog: implementation <==
### Physical design

* Crit path cell chain: buf_16, buf_4, buf_4, buf_4, buf_4, buf_4, buf_4, buf_4, buf_4, buf_4, buf_4, buf_4, mux2i_1, o22ai_1, nor4_1, o211ai_1, a21oi_1, o22ai_1, buf_4, a31oi_1, nand4b_1
* Pins Over Slew Limit at 0
* Crit. End Element: flip-flop
* DRC at 0
* Total number of vias at 438k
* Synthesized flop and latch total at 22.6k
* All-Layer GR Usage at 18.9%
* TritonRoute pass-1 iters at 6
* Routed vias/inst at 5.07
* Least-Margin Pin Slew at 1.33 ns
* Postcts setup bufs at 0
* Worst-case clock buffer depth at 6
* R2r worst-path depth at 9
* Num CTS Buffers at 2377
* Crit-path most repeated cell: buf_4
* R2R Setup Slk at 85.35 ns
* Worst Hold End: data_out[9]$_DFFE_PP_
* Gpl congestion at 0.899
* Minimum clock period at 27.13 ns
* Status: complete, no violations
* Critical-path cell with the highest stage delay: buf_4
* Most used DFF post-synth: edfxtp_1
* Post-synth seq share at 78.8%
* Worst hold start: mem[915][9]$_DFFE_PP_
* Root buffer cell: clkbuf_16
* PwrDens at 21.8 nW/um^2
* Share of cells above drive strength 1 at 18.7%
* Die Ht at 1690 um
* Reg2reg start: mem[450][18]$_DFFE_PP_
* Crit path largest cell delay at 0.75 ns
* Slew margin rel. at 11.5%
* Yosys Instances at 43.8k
* Critical Path RT at 91.39 ns
* Async SR Flop Fraction at 0%
* Crit Path Class: in -> reg
* Placeable Area at 2860000 sq um
* Placement Rows at 621
* Post-layout period usage of the worst path at 30.0%
* Max-area cell share at 78.8%
* Setup Skew at 0.105 ns
* Worst setup SP type: primary input
* CTS resizes at 0
* OpenROAD warnings at 49
* CTS clk-pin slew, worst paths at 0.06 ns
* Aggregate global routing overflow at 0
* Routed length per instance at 30.1 um
* Area grow syn2layout at 15.6%
* DIE AREA at 2870000 sq um
* Largest cells by area: edfxtp_1 79%, mux2i_1 9.2%, mux4_2 4.5%
* Synth cell count leaders: 22.6k x edfxtp_1, 7880 x mux2i_1, 3407 x o22ai_1
* Worst r2r dst: data_out[18]$_DFFE_PP_
* # clock sinks at 22.6k
* Fmax at 36.9 MHz
* CP max FO at 55
* Vias in the first global route at 458k
* YS chip area at 860000 sq um
* Avg Inst Size Synth at 19.6 sq um
* # IOs at 58
* Synth Cell Area at 860000 sq um
* DRT iter0 DRCs at 29.8k
* Antenna Nets Post-Route at 0
* Endpoints failing setup at 0
* Fin util at 34.8%
* Synthesized instance count at 43.8k
* Antenna violations before repair at 153
* CP Data Arrival Time at 28.22 ns
* Unrepaired setup endpoints after global routing: false
* Worst Hold Class: reg -> reg
* Max IR drop VDD at 0.0190 mV
* Hold Buf Count CTS at 0
* Pre-Place Util at 30.1%
* Worst-Skew Late Latency at 1.46 ns
* Total Power at 21.6 mW
* Post-route setup TNS at 0 ns
* Die x size at 1690 um
* Largest net degree at the start of global routing at 113
* First-pass GRT wire length at 3570000 um
* H-tree Lvls at 8
* Distinct lib cells at 69
* Post-DP HPWL at 1560000 um
* Hold Path Stages at 5
* Cell type with the largest total area: edfxtp_1
* Routed wire length at 2600000 um
* Port bufs at 56
* LEAKAGE at 323 nW
* Flip-flops with a built-in enable at 22.6k
* Final Hold Fails at 0
* Max_cap viols at 0
* CTS tree: done
* Yosys Warn Count at 1
* Most common cell in the netlist: edfxtp_1
==> worst max path at each step <==
stage,depth (start not counted),startpoint,slack [ns],endpoint
after CTS,21,addr[1],63.14,data_out[3]$_DFFE_PP_
after global routing,21,addr[1],62.59,data_out[3]$_DFFE_PP_
final,21,addr[1],63.17,data_out[3]$_DFFE_PP_
==> worst max-delay path, delay by kind of cell <==
kind | cells | cell delay [ns]
buf+inv | 13 | 7.04
compound gates | 5 | 1.77
simple gates | 2 | 0.77
mux | 1 | 0.25
==> layout by cell type, fill, tap and decap left out, drive strengths merged, types with 164 or more instances in the layout <==
cell / netlist / final
nor2: 1397 / 1397
o22ai: 3407 / 3407
nor4: 608 / 608
nor3: 379 / 379
mux4: 1709 / 1709
mux2i: 7880 / 7880
clkinv: 0 / 889
buf: 1624 / 2997
a21oi: 257 / 257
clkbuf: 1052 / 3046
edfxtp: 22550 / 22550
nand2: 502 / 502
mux2: 164 / 164
o21ai: 484 / 484
a22oi: 555 / 555
diode: 0 / 205
o2111ai: 248 / 248
nand3: 197 / 197
==> cell families (layout without fill, tap and decap cells) <==
family,count (synthesis),after routing,synth area share (%)
flops,22550,22550,78.8
mux,9753,9753,13.9
compound gates,5375,5375,4.05
simple gates,3392,3392,1.87
buf+inv,2680,7114,1.44
other cells,0,205,0
==> routing by layer <==
| metal | track usage, % | part of all wire, % | vias to the layer above |
|---|---|---|---|
| met1 | 18.6 | 29 | 219445 |
| met2 | 27.2 | 45 | 27509 |
| met4 | 7.93 | 5.2 | 210 |
| met3 | 17.5 | 20 | 4819 |
| li1 | - | - | 186394 |
| met5 | 2.56 | 0.31 | - |
==> sequential cells by signal, summed over array words and instances (netlist names) <==
| name | count |
|---|---|
| mem | 22528 |
| data_out | 22 |
==> report_power, final <==
part / switching (mW) / total (mW) / internal [mW]
Sequential: 0.00439 / 11.5 / 11.5
Clock: 3.91 / 9.08 / 5.18
Combinational: 0.727 / 1.02 / 0.293
Total: 4.64 / 21.6 / 17.0
==> final cells by class <==
| type | instances | area [sq um] |
|---|---|---|
| fill | 261315 | 1870000 |
| sequential | 22550 | 677000 |
| multi-input combinational | 18520 | 174000 |
| clock buffer | 3046 | 63600 |
| tap | 38003 | 47500 |
| timing repair buffer | 3021 | 23700 |
| clock inverter | 1043 | 7150 |
| antenna | 205 | 513 |
| inverter | 4 | 37.5 |
==> metrics by stage <==
step	std cells	hold slack [ns]	area (sq um)	worst slack, ns
finish	86392	1.07	993000	63.17
global route	86267	1.14	993000	62.59
CTS	86187	1.06	993000	63.14
detailed placement	82098	1.05	922000	61.67
global placement	82098	1.05	922000	61.65
floorplan	43750	0.779	860000	68.59
Power figures rest on the tool's default switching activity, not on a simulated workload.
