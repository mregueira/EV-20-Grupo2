File: design/flow/design.v
module RAM_internal(clk,wr_enb,rd_enb,addr,data_in,data_out
    );
parameter RAM_WIDTH = 14+8;
parameter RAM_DEPTH = 1024;
parameter ADDR_SIZE = 11;
input clk, wr_enb, rd_enb;
input [ADDR_SIZE-1:0]addr;
input [RAM_WIDTH-1:0]data_in;
output reg[RAM_WIDTH-1:0]data_out=0;
reg [RAM_WIDTH-1:0]mem[RAM_DEPTH-1:0];
always@(posedge clk) begin
	if(wr_enb)
		mem[addr] <= data_in;
	if(rd_enb)
		data_out <= mem[addr];
end
initial begin  
	mem[0] = 22'b0000001000000000000000;  
	mem[1] = 22'b0000001000000000000000;  
	mem[2] = 22'b0000001000000000000000;  
	mem[3] = 22'b1000000000011000000000;  
	mem[4] = 22'b0000001000000000000000;  
	mem[5] = 22'b0000001000000000000000;  
	mem[6] = 22'b0000001000000000000000;  
	mem[7] = 22'b0000001000000000000000;  
	mem[8] = 22'b0111000000010000000000;  
	mem[9] = 22'b0000000000000000000000;
	mem[10] = 22'b1000000000000100000000;  
	mem[11] = 22'b0000000000000000000000;
	mem[12] = 22'b0000001000000000000000;
	mem[13] = 22'b0000001000000000000000;
	mem[14] = 22'b0111001011101000000000;  
	mem[15] = 22'b0000001000000000000000; 
	mem[16] = 22'b0000001000000000000000; 
	mem[17] = 22'b0000001000000000000000; 
	mem[18] = 22'b0000001000000000000000; 
	mem[19] = 22'b0000011000000000000000;  
	mem[200] = 22'b0000001000000000000000;
	mem[201] = 22'b0000001000000000000000;
	mem[202] = 22'b0000001000000000000000;
	mem[203] = 22'b0000001000000000000000;
	mem[204] = 22'b0000001000000000000000;
	mem[205] = 22'b0000001000000000000000;
	mem[206] = 22'b0000001000000000000000;
	mem[207] = 22'b0000011000000000000000;  
end
endmodule
File: design/flow/config.mk
export PLATFORM = sky130hd
export DESIGN_NAME = RAM_internal
export DESIGN_NICKNAME = RAM_internal
export VERILOG_FILES = /design/flow/design.v
export SDC_FILE = /design/flow/constraint.sdc
export NUM_CORES = 4
export LEC_CHECK = 1
export CORE_UTILIZATION = 30
export SYNTH_MEMORY_MAX_BITS = 65536
File: design/flow/run.sh
#!/bin/bash
# OpenROAD 26Q1-2900-gdf79404cd8, Yosys 0.63+post, stock flow scripts
make -C /OpenROAD-flow-scripts/flow DESIGN_CONFIG=/design/flow/config.mk WORK_HOME=/design/flow/orfs finish
File: design/flow/constraint.sdc
current_design RAM_internal

set clk_period 120.3
set clk_io_pct 0.2

create_clock -name clk0 -period $clk_period [get_ports {clk}]

set non_clock_inputs [all_inputs -no_clocks]
set_input_delay [expr $clk_period * $clk_io_pct] -clock clk0 $non_clock_inputs
set_output_delay [expr $clk_period * $clk_io_pct] -clock clk0 [all_outputs]
==> summary.txt <==
Results of the flow run.

For this design the top-level I/O count stands at 58. For reference, the post-synthesis area per instance comes to 19.6 um^2. The pin count of the biggest net entering global routing stands at 110. The most used flip-flop cell after synthesis is sky130_fd_sc_hd__edfxtp_1.

Measured along the y axis, the die boundary spans 1.69 mm. The residual antenna-violating net count after detailed routing stands at 0. The max-slew headroom at the worst pin stands at 9.76%. The compound-cell area share of the yosys netlist stands at 4.05%. TritonCTS built the clock tree.

The most critical hold endpoint after final layout shows a slack of 1240 ps. The mean number of vias per cell stands at 5.07. The total number of warnings across the stage logs stands at 52. For the final routed database, the setup TNS stands at 0 ps. The critical path data arrival time stands at 36,570 ps. After synthesis the netlist holds a flip-flop and latch count of 22,600. The initial utilization of the core area, before any placement, comes to 30.1%. The internal power of the cells totals 12.8 mW.

The worst-case clock buffer depth stands at 6. Per the detail_route report, routed wire per instance is 30.1 um. Counting flops with an async set or reset pin after synthesis yields a share of 0%. At the worst endpoint, the required time is 121,310 ps. The highest clock rate stands at 28.1 MHz. The library cells used most frequently in the layout, excluding fill and tap cells, are 22,600 x sky130_fd_sc_hd__edfxtp_1, 7,880 x sky130_fd_sc_hd__mux2i_1, 3,407 x sky130_fd_sc_hd__o22ai_1. In the setup report, the worst path falls into the class in -> reg. Setup repair after global routing left no endpoint under its margin.

The final period utilization stands at 29.6%. The combinational group share of total power stands at 4.7%. The top cell type in the final layout, fill and taps aside, is sky130_fd_sc_hd__edfxtp_1.

The critical path contains buffers and inverters numbering 17 combined. Summed over all routing layers, the global router reports a total usage of 19.0%. The number of antenna violations at the first check in global routing is 168. The post-synthesis to final-layout area growth stands at 15.7%. The setup violation total in the final timing report stands at 0. The areal power density over the cells stands at 16.4 nW/um^2. The number of global-route vias before repair was 458,000.

The simple-gate share of the synthesized area stands at 1.87%. On the critical path the largest part of the delay comes from buffers and inverters. The clock sink count stands at 22,600. The area inside the core boundary stands at 2,860,000 um^2. The number of rows in the core area stands at 621.

Per the detailed-route log, wirelength across all metal layers totals 2600 mm. After layout, the minimum clock period comes to 35,570 ps. After filler insertion, the fill cell instance count of the layout stands at 261,000. Synthesis instantiated 69 different standard cells from the library. Detailed placement ended at an HPWL of 1570 mm. Sequential cells burn 53.0% of the power.

The path class of the tightest hold or removal check is reg -> reg. The number of buffers inserted by port buffering stands at 56. The share of synthesized area occupied by flip-flops and latches stands at 78.8%. The horizontal die dimension reported for this design is 1.69 mm.

Buffers added to address setup during post-CTS repair amount to 0. The number of warnings issued by yosys stands at 1. The net switching share of the total power stands at 21.6%. The clock-pin slew reported for the worst setup and hold paths after clock tree synthesis stands at 60 ps. The flow reports that the clock network draws 42.3% of the design power.

The worst setup path is captured at a flop. Recorded from the global router log, the overflow total was 0. The slew of the pin with the lowest slew margin stands at 1340 ps.

The run finished with clean final reports. The number of levels the H-tree was split into stands at 8. Yosys reports a chip area of 860,000 um^2.

The overall power after layout stands at 16.3 mW. The mux contribution to synthesized area stands at 13.9%. The script parses the final routing iteration and logs DRC violations as 0.

The share of the synthesized netlist area taken by xor and xnor gates stands at 0%. The number of DRC markers after the initial detailed-route iteration stands at 31,000. The final timing report lists clock skew as 146 ps. The worst slack at placement stands at 83,290 ps. The report counts max-capacitance violations totalling 0. The final weighted congestion in routability-driven placement stands at 0.905. Counting stages on the worst path, the most repeated cell is sky130_fd_sc_hd__buf_4. The worst setup path is launched from a primary input. The max-slew violation count stands at 0. After synthesis, the largest family of logic cells by area is multiplexers. The number of clock buffers inserted by TritonCTS stands at 2,395. The number of hold buffers added after CTS stands at 0. The chip footprint stands at 2,870,000 um^2. The maximum fanout encountered on the critical timing path stands at 85. The layout cell share with drive strength beyond 1 stands at 18.7%. The count of library flops with an enable pin stands at 22,600.

Summing over every cut layer, the via total after detailed routing is 438,000. Cells fill 34.8% of the core in the end. Post-CTS repair changed the size of 0 cells. The script extracted a total leakage power of 324 nW. The largest individual stage delay along the critical path comes from the cell sky130_fd_sc_hd__buf_4. Counting endpoints that fail hold in the final report gives 0. IR analysis of the VDD net gives a maximum drop of 0.0128 mV. Per the skew report, the later register of the worst-skew pair sees a clock latency of 1430 ps. Setup slack on the critical path of the routed design comes to 84,730 ps. Per STA, the worst path is made up of buf_16, buf_4, buf_4, buf_4, buf_4, buf_4, buf_4, buf_4, buf_12, buf_4, buf_4, buf_4, buf_4, buf_4, buf_4, buf_4, mux4_2, a22oi_1, a32oi_1, o21ai_0, buf_4, nand4b_1. The number of cells reported by Yosys stat comes to 43,800. The largest single stage delay on the critical path is 780 ps. The first global-routing pass estimated 3570 mm of wire. Before any placement, the netlist area is recorded as 860,000 um^2. The area fraction in full adders, half adders and majority gates stands at 0%. The net switching power in the latest report is 3.52 mW.

Looking at the clock tree report, the root buffer type is sky130_fd_sc_hd__clkbuf_16. The number of iterations in the first detailed-routing pass stands at 6. The synthesized netlist handed to floorplanning was reported with a cell count of 43,800.
cell families (layout without fill, tap and decap cells):
kind of cell / after synthesis / after routing
compound gates: 5375 / 5375
buf+inv: 2680 / 7164
flops: 22600 / 22600
mux: 9753 / 9753
other cells: 0 / 254
simple gates: 3392 / 3392
flip-flops by register name (all words and copies together), names as in the netlist:
signal,count
data_out,22
mem,22528
per-stage QoR:
stage,instance area [um^2],instances
after floorplan,860000,43800
after global placement,922000,82100
after detailed placement,922000,82100
after CTS,994000,86200
after global routing,994000,86400
final,994000,86500
final timing paths:
kind	from	to	slack, ps	cells past startpoint
hold / removal	mem[906][2]	data_out[2]	1240	5
setup / recovery	addr[1]	data_out[3]	84730	22
setup reg to reg	mem[185][12]	data_out[12]	115500	9
hold reg to reg	mem[906][2]	data_out[2]	1240	5
worst register-to-register path: stages, from the launching register on:
cell                       delay [ps]
sky130_fd_sc_hd__edfxtp_1         370
sky130_fd_sc_hd__mux2i_1          130
sky130_fd_sc_hd__o22ai_1          110
sky130_fd_sc_hd__nor4_1           600
sky130_fd_sc_hd__nand3_1          640
sky130_fd_sc_hd__nand4_1          700
sky130_fd_sc_hd__nand4_1          830
sky130_fd_sc_hd__nor4b_2          480
sky130_fd_sc_hd__buf_4            320
sky130_fd_sc_hd__nand4b_1         340
final cells by class:
class / instances / area [um^2] / share of cell area [%]
inverter: 4 / 38.8 / 0.00390
clock buffer: 3075 / 64000 / 6.43
multi-input combinational: 18500 / 174000 / 17.5
clock inverter: 1093 / 7600 / 0.764
timing repair buffer: 2992 / 23600 / 2.37
tap: 38000 / 47500 / 4.78
antenna: 254 / 636 / 0.0639
sequential: 22600 / 677000 / 68.1
synthesized netlist by cell type, types with 17 or more instances:
library cell | instances | area, um^2
sky130_fd_sc_hd__nor2_1 | 1397 | 5240
sky130_fd_sc_hd__o22ai_1 | 3407 | 21300
sky130_fd_sc_hd__a22oi_1 | 554 | 4160
sky130_fd_sc_hd__edfxtp_1 | 22600 | 677000
sky130_fd_sc_hd__a221oi_1 | 17 | 149
sky130_fd_sc_hd__nand2_1 | 502 | 1880
sky130_fd_sc_hd__a21oi_1 | 257 | 1290
sky130_fd_sc_hd__clkbuf_1 | 1052 | 3950
sky130_fd_sc_hd__buf_2 | 1139 | 5700
sky130_fd_sc_hd__a31oi_1 | 80 | 500
sky130_fd_sc_hd__a32oi_1 | 18 | 158
sky130_fd_sc_hd__mux2_2 | 164 | 1850
sky130_fd_sc_hd__o211ai_1 | 89 | 668
sky130_fd_sc_hd__buf_6 | 33 | 372
sky130_fd_sc_hd__a311oi_1 | 21 | 184
sky130_fd_sc_hd__nand3_1 | 197 | 986
sky130_fd_sc_hd__o21ai_0 | 483 | 2420
sky130_fd_sc_hd__nor4b_1 | 17 | 149
sky130_fd_sc_hd__nand4_1 | 64 | 400
sky130_fd_sc_hd__nand4b_1 | 21 | 184
sky130_fd_sc_hd__mux4_2 | 1709 | 38500
sky130_fd_sc_hd__o311ai_1 | 40 | 350
sky130_fd_sc_hd__o22a_1 | 60 | 526
sky130_fd_sc_hd__a22o_1 | 23 | 201
sky130_fd_sc_hd__nor2b_1 | 27 | 169
sky130_fd_sc_hd__buf_4 | 179 | 1340
sky130_fd_sc_hd__a311o_1 | 23 | 230
sky130_fd_sc_hd__mux2i_1 | 7880 | 78900
sky130_fd_sc_hd__or4_1 | 130 | 976
sky130_fd_sc_hd__a211oi_1 | 21 | 158
sky130_fd_sc_hd__nor4_1 | 608 | 3800
sky130_fd_sc_hd__buf_1 | 273 | 1020
sky130_fd_sc_hd__o2111ai_1 | 248 | 2170
sky130_fd_sc_hd__nor3_1 | 379 | 1900
per-layer routing:
metal,vias to the layer above,wire length (um),global-route usage (%)
met5,-,6380,1.55
met4,221,142000,8.19
met3,4754,532000,17.6
met2,27700,1150000,27.1
met1,219000,765000,18.7
li1,187000,-,-
power groups by stage:
stage	clock (mW)	sequential, mW	combinational, mW
finish	6.89	8.65	0.766
CTS	6.98	8.65	0.760
global route	7.27	8.65	0.805
Power is estimated from default activity; no workload was simulated.
